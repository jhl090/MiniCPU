### flow/run.sh
#!/bin/bash
# OpenROAD 26Q1-2900-gdf79404cd8, Yosys 0.63+post, stock flow scripts
make -C /OpenROAD-flow-scripts/flow DESIGN_CONFIG=/design/flow/config.mk WORK_HOME=/design/flow/orfs finish
### flow/config.mk
export PLATFORM = sky130hd
export DESIGN_NAME = Adder
export DESIGN_NICKNAME = Adder
export VERILOG_FILES = /design/flow/design.v
export SDC_FILE = /design/flow/constraint.sdc
export NUM_CORES = 4
export LEC_CHECK = 1
export CORE_AREA = 10 10 70 70
export DIE_AREA = 0 0 80 80
### flow/constraint.sdc
current_design Adder

set clk_period 6.3
set clk_io_pct 0.2

create_clock -name clk0 -period $clk_period

set non_clock_inputs [all_inputs -no_clocks]
set_input_delay [expr $clk_period * $clk_io_pct] -clock clk0 $non_clock_inputs
set_output_delay [expr $clk_period * $clk_io_pct] -clock clk0 [all_outputs]
### flow/design.v
`timescale 1ns / 1ps
module Adder(
    input [7:0] num1,
    input [7:0] num2,
    output reg [8:0] SUM,
    output reg OV
    );
	 always @(num1 or num2) begin
	   SUM <= num1 + num2;
		OV <= SUM[8]; 
    end
endmodule
==> deck_impl_summary.md <==
Key Metrics from the Run

Critical path
  • Critical Path Max Stage Delay: about 0.50 ns
  • Crit path DRT: between 5 and 6 ns
  • CP max-delay cell: clkdlybuf4s50_1
  • Startpoint type of the worst setup path: input port
  • Crit path arrival time: around 3.4 ns
  • WS Path Type: in -> out
  • WP buf/inv: 2
  • CP Max Fanout: 2
  • CP Capture Type: output pin
  • Largest delay share family, worst path: buffers and inverters
  • CP Cell Sequence: clkdlybuf4s50_1, ha_1, fa_1, a21oi_1, nor2_1, nor2_1, xnor2_1, clkdlybuf4s50_1

Place
  • Dpl hpwl: 1030 um
  • PortBufs: 26
  • Final RePlAce weighted congestion: between 0.6 and 0.7
  • # placed instances: about 110

Timing
  • Fin. max-slew vios: 0
  • Setup-failing EPs final: 0
  • Post-layout min period: 4.61 ns
  • Max-slew headroom: about three quarters
  • Worst slew pin tran: between 0.3 and 0.4 ns
  • Final Cycle Share: between 70% and 80%
  • Setup TNS: 0 ns
  • WHS: between 3 and 4 ns
  • Max frequency: between 200 and 250 MHz
  • Final hold violations: 0
  • RSZ-0062 raised after global routing: no

Power
  • Pwr/cell area: approximately 95 nW/um2
  • Max VDD drop: around 0.000043 V
  • Total Power: ~0.061 mW
  • Leak: about 0.26 nW

Die
  • Die height: ~80 um
  • Die area: 6400 um2
  • Ports: 26
  • Core area: ~3400 um2
  • Die Width: 80 um
  • Fp_density: slightly below 10%
  • Core Rows: 21

Logic synthesis
  • Synth warn: 1
  • Sequential area share after synthesis: 0%
  • Ys cells: about 43
  • Yosys xor share: 10.6%
  • Top logic family: adder cells
  • Synth Area per Inst: around 7.7 um2
  • Syn Std Cell Area: roughly 330 um2
  • Aoi/oai-family share of the synthesized area: 27.2%
  • Syn Inst Count: roughly 43
  • Netlist cell types: 21
  • YS chip area: approximately 330 um2
  • Multiplexer share of the synthesized area: 3.02%
  • Post-synthesis adder-cell area fraction: 36.2%
  • Basic Gates by Area: between 15 and 20%

Drt
  • Routed len/inst: between 9 and 10 um
  • # DRC: 0
  • Iteration-0 DRC Markers: 18
  • Post-Route WL: between 1000 and 1500 um
  • Vias per cell: 3.44
  • Post-DRT Antenna Nets: 0
  • Vias: 392
  • Initial DRT Pass Iterations: 2
  • Ant. Diodes: 0

Flow run
  • Log Warnings: 32
  • Max Cap Viol: 0

GRT
  • Global-route wire length before repair: between 1500 and 2000 um
  • Gr ovfl total: 0
  • Vias in the first global route: about 390
  • Initial antenna violation count: 0
  • Largest net degree at the start of global routing: 7
  • Tot GR Track Use: 3.26%

Cells and area
  • Area grow syn2layout: 93.6%
  • Seq_cells: 0
  • Final core occ: between 10% and 20%
  • Top cells excl fill/tap: clkdlybuf4s50_1 (26), ha_1 (8), a21oi_1 (5), nand2_1 (3)
  • Clock buffer count: 0
  • Commonest Layout Cell: clkdlybuf4s50_1
  • Register Area: 0 um2
  • Share of layout cells above drive strength 1: between 1 and 1.5%
  • Final cell count without fillers: approximately 110

Hold path
  • Worst hold-check path type: in -> out

Clocking
  • Setup bufs post-CTS: 0
  • Hold Buf Count CTS: 0
  • Post-CTS resize count: 0

Outcome
  • Outcome: complete, no violations
stage by stage:
stage | area (um2) | worst slack, ns
floorplan | 332 | 2.61
global placement | 642 | 1.70
detailed placement | 642 | 1.70
CTS | 642 | 1.68
global route | 642 | 1.56
finish | 642 | 1.69
logic make-up after synthesis:
kind of cell / Yosys count
compound gates: 13
simple gates: 12
fa+ha+maj: 9
xor+xnor: 4
buf+inv: 4
mux: 1
final timing paths:
kind	from	endpoint	slack [ns]	cells after the start
worst min-delay path	num2[0]	SUM[0]	3.55	3
worst max-delay path	num1[0]	SUM[6]	1.69	8
synthesized netlist by cell type (2+ instances only):
library cell  n  area share (%)
ha_1          8              30
nor2b_1       2             3.8
xor2_1        2             5.3
xnor2_1       2             5.3
nand2_1       3             3.4
nor2_1        2             2.3
a311o_1       2             6.0
inv_1         2             2.3
nand3_1       2             3.0
a21oi_1       5             7.5
nor3_1        2             3.0
a21o_1        2             4.5
report_power, final:
part	total, mW	internal, mW	switching, mW
registers	0	0	0
logic	0.0610	0.0400	0.0209
clock network	0	0	0
total	0.0610	0.0400	0.0209
final cells by class:
| type | count | area, um2 |
|---|---|---|
| Timing Repair Buffer | 26 | 260 |
| Fill cell | 389 | 2770 |
| Tap cell | 46 | 57.6 |
| Multi-Input combinational cell | 39 | 313 |
| Inverter | 3 | 11.3 |
layer usage:
metal,global-route usage [%],vias to the layer above,part of all wire (%),wire [um]
met4,0,0,0,0
met2,4.25,17,36,402
met5,0,-,0,0
met1,4.84,162,51,568
met3,1.70,0,13,144
li1,-,213,-,-
Power figures rest on the tool's default switching activity, not on a simulated workload.
