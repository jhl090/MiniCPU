==> /design/flow/design.v <==
`timescale 1ns / 1ps
module Comparator(
    input [7:0] num1,
    input [7:0] num2,
    output reg [7:0] out
    );
    reg[7:0] tempOut;
    always @(num1 or num2) begin
	   if (num1 == num2) out <= 0;
	   else if (num1 > num2) out <= 1;
		else out <= 255;
	 end
endmodule
==> /design/flow/run.sh <==
#!/bin/bash
# OpenROAD 26Q1-2900-gdf79404cd8, Yosys 0.63+post, stock flow scripts
make -C /OpenROAD-flow-scripts/flow DESIGN_CONFIG=/design/flow/config.mk WORK_HOME=/design/flow/orfs finish
==> /design/flow/config.mk <==
export PLATFORM = sky130hd
export DESIGN_NAME = Comparator
export DESIGN_NICKNAME = Comparator
export VERILOG_FILES = /design/flow/design.v
export SDC_FILE = /design/flow/constraint.sdc
export NUM_CORES = 4
export LEC_CHECK = 1
export CORE_AREA = 10 10 70 70
export DIE_AREA = 0 0 80 80
==> /design/flow/constraint.sdc <==
current_design Comparator

set clk_period 2.5
set clk_io_pct 0.2

create_clock -name clk0 -period $clk_period

set non_clock_inputs [all_inputs -no_clocks]
set_input_delay [expr $clk_period * $clk_io_pct] -clock clk0 $non_clock_inputs
set_output_delay [expr $clk_period * $clk_io_pct] -clock clk0 [all_outputs]
==> run_results.csv <==
group,metric,value,unit
floorplan,die_y,80,um
worst_setup_path,start_kind,"input pin",
global_routing,grt_use_met1,4.021,%
synth,synth.distinct_cells,12,
floorplan,floorplan.core_util,7.509,%
detailed_routing,wl_per_cell,8.980,um
global_routing,grt_pass1_vias,278,
global_routing,grt_max_degree,6,
clock_tree,postCtsHoldBufs,0,
placed_design,gp_congestion,0.7584,
timing,setup_ws,0.1056,ns
floorplan,ios,24,
final_layout,synthToLayoutAreaGrowth,138.0,%
synth,synthCells,34,
synth,syn_area,256.5,sq um
timing,fmax,417.6,MHz
timing,final.setup.tns,0,ns
timing,rsz0062_at_grt,"no",
synth,topCellsByArea,"ha_1, buf_4, inv_1, a2111oi_2, o21a_1",
detailed_routing,avgViaCountPerCell,2.735,
timing,worst_slew_pin_slew,0.2519,ns
power_and_ir_drop,p_per_area,166.4,nW/um^2
timing,slew_headroom,83.21,%
global_routing,grt_overflow,0,
worst_setup_path,endpoint_kind,"primary output",
floorplan,rows,21,
synth,top_area_share,39.02,%
min_path,hold_class,"in -> out",
worst_setup_path,cp_data_required_time,2.00,ns
synth,yosys_cells,34,
power_and_ir_drop,total_power,0.1016,mW
placed_design,portBuffers,24,
timing,hold_violations,0,
global_routing,grtUsageMet2,4.093,%
timing,fin_crit_sh,95.78,%
timing,finalMaxSlewViolations,0,
detailed_routing,first_pass_iters,2,
global_routing,met3_usage,0.6818,%
final_layout,drive_above_1_share,42.86,%
global_routing,grt_usage,2.725,%
power_and_ir_drop,peakVddDrop,0.04945,mV
detailed_routing,ant_nets,0,
worst_setup_path,arrival,1.89,ns
synth,ys_seq_share,0,%
final_layout,nClkBuffers,0,
worst_setup_path,critical_path_class,"in -> out",
worst_setup_path,worstPathMaxFanout,4,
synth,yosysWarnings,1,
final_layout,fillers,389,
synth,largest_area_cell,"ha_1",
floorplan,dieArea,6400,sq um
floorplan,core_area,3416,sq um
global_routing,grt_pass1_wl,1414,um
global_routing,grt-busiest-layer,"met2",
detailed_routing,diodes,0,
outcome,status,"complete, no violations",
final_layout,seq_cell_count,0,
timing,fin_crit,2.394,ns
detailed_routing,wl,916,um
detailed_routing,num_vias,279,
run,warning_count,33,
final_layout,seq_area,0,sq um
synth,ys_area,256.5,sq um
floorplan,dieWidth,80,um
global_routing,antenna_found_initial,0,
detailed_routing,drt_iter0_markers,4,
timing,setup_viol,0,
detailed_routing,drc,0,
synth,avgSynthCellArea,7.544,sq um
run,max_cap_viol_count,0,
power_and_ir_drop,p_leak,0.2610,nW
placed_design,pre_cts_slack,-0.6585,ns
per-stage QoR:
| stage | std cells | hold slack [ns] | util [%] | cell area (sq um) |
|---|---|---|---|---|
| 3_3_place_gp | 99 | 2.290 | 15.13 | 516.7 |
| 4_1_cts | 101 | 1.917 | 17.88 | 610.6 |
| 5_1_grt | 102 | 1.958 | 17.88 | 610.6 |
| 6_report | 102 | 1.895 | 17.88 | 610.6 |
| 2_1_floorplan | 34 | 1.345 | - | 256.5 |
| 3_5_place_dp | 99 | 2.303 | 15.13 | 516.7 |
per-layer routing:
layer | vias up | part of all wire (%)
met3 | 0 | 6.7
met2 | 13 | 42
met5 | - | 0
met4 | 0 | 0
met1 | 112 | 51
li1 | 154 | -
final timing paths:
| path | start | to | slack [ns] | cells past startpoint |
|---|---|---|---|---|
| worst max-delay path | num1[7] | out[4] | 0.11 | 6 |
| worst min-delay path | num1[7] | out[7] | 1.89 | 6 |
report_power, final:
part	internal, mW	switching [mW]
Combinational	0.0661	0.0355
Sequential	0	0
Clock	0	0
Total	0.0661	0.0355
critical path: stages:
cell and delay [ns]:
dlygate4sd2_1 0.26, ha_4 0.27, nand4_1 0.11, o31a_1 0.36, buf_4 0.15, dlygate4sd2_1 0.23
cells by family (layout without fill, tap and decap cells):
logic type / after synthesis / after routing / synth area share, %
compound gates: 6 / 6 / 19.02
fa+ha+maj: 8 / 8 / 39.03
buf+inv: 14 / 36 / 29.27
simple gates: 6 / 6 / 12.68
Yosys cell counts:
cell type,n
a2111oi_2,1
nand2_1,1
nor2_1,1
ha_1,8
buf_4,6
a21oi_1,2
o31a_1,1
inv_1,8
nand4_1,2
o21a_1,2
or2_2,1
nand2b_1,1
placed cells by master (no fill, tap or decap):
cell | Yosys | final
dlygate4sd2_1 | 0 | 19
inv_2 | 0 | 7
ha_4 | 0 | 7
buf_4 | 6 | 5
nand4_1 | 2 | 2
o21a_1 | 2 | 2
a21oi_1 | 2 | 2
clkbuf_2 | 0 | 2
inv_1 | 8 | 1
or2_2 | 1 | 1
nor2_1 | 1 | 1
nand2b_4 | 0 | 1
a2111oi_4 | 0 | 1
nand2_1 | 1 | 1
o31a_1 | 1 | 1
ha_1 | 8 | 1
clkdlybuf4s50_1 | 0 | 1
clkdlybuf4s15_1 | 0 | 1
repair_timing:
action / in CTS / in global routing
endpoints found under the setup margin: 8 / 3
pin swaps: 7 / 2
buffers inserted: 2 / 1
resized: 41 / 4
area by class of cell:
cell class / instances / area [sq um] / share of cell area, %
multi-input cells: 20 / 289.0 / 47.34
inverters: 8 / 30.03 / 4.918
well taps: 46 / 57.56 / 9.426
repair buffers: 28 / 234.0 / 38.32
