--- design/flow/config.mk ---
export PLATFORM = sky130hd
export DESIGN_NAME = MUX
export DESIGN_NICKNAME = MUX
export VERILOG_FILES = /design/flow/design.v
export SDC_FILE = /design/flow/constraint.sdc
export NUM_CORES = 4
export LEC_CHECK = 1
export CORE_AREA = 10 10 70 70
export DIE_AREA = 0 0 80 80
--- design/flow/constraint.sdc ---
current_design MUX

set clk_period 3.8
set clk_io_pct 0.2

create_clock -name clk0 -period $clk_period

set non_clock_inputs [all_inputs -no_clocks]
set_input_delay [expr $clk_period * $clk_io_pct] -clock clk0 $non_clock_inputs
set_output_delay [expr $clk_period * $clk_io_pct] -clock clk0 [all_outputs]
--- design/flow/design.v ---
`timescale 1ns / 1ps
module MUX(
    input [7:0] ADD, L_SHIFT, R_SHIFT, L_AND, L_OR, Comp,
    input [2:0] select,
    output reg [7:0] out
    );
    always @(select) begin 
	   if (select == 0) out <= ADD; 
	   else if (select == 1) out <= L_SHIFT;
      else if (select == 2) out <= R_SHIFT;
	   else if (select == 3) out <= L_AND;
	   else if (select == 4) out <= L_OR;
	   else if (select == 5) out <= Comp; 
	   else out <= 8'bxxxxxxxx;  
	 end 
endmodule
--- design/flow/run.sh ---
#!/bin/bash
# OpenROAD 26Q1-2900-gdf79404cd8, Yosys 0.63+post, stock flow scripts
make -C /OpenROAD-flow-scripts/flow DESIGN_CONFIG=/design/flow/config.mk WORK_HOME=/design/flow/orfs finish
==> out/qor.txt <==
Hold Path Class: primary input to primary output
Reg area: 0 um^2
number of remaining DRC errors: 0
Met1 Wirelength: 1240 um
initial antenna violation count: 0
yosys cell count: 106
global-route wire length before repair: 4050 um
Final HPWL DP: 2230 um
flip-flops: 0
cell mode on critical path: clkdlybuf4s50_1
Die X: 80 um
RSZ-0062 raised after global routing: false
largest net degree at the start of global routing: 35
CTS resizes: 0
required time worst endpoint: 3.04 ns
Crit-path slowest cell: clkdlybuf4s50_1
# IOs: 59
clock buffer count: 0
PwrDens: 113 mW/mm^2
Congestion Overflow GR: 0
Top delay family on crit path: buffers and inverters
TNS Setup: 0 ns
worst-path fanout max: 34
vias in the first global route: 838
Hold Fails Final Rpt: 0
Fill cells: 385
status: finished clean
sum of buffers and inverters on the critical path: 3
Max Cap Violations: 0
cells along the critical path: clkdlybuf4s50_1, buf_12, nor2_2, o21ai_0, and3_1, o22ai_1, clkdlybuf4s50_1
Synth Seq Share: 0%
Synth warnings: 1
Core Util at FP: 18.3%
combinational gate area: 549 um^2
Arr. time, crit path: 2.63 ns
IO buf count: 59
Die Footprint: 0.00640 mm^2
Row Count: 21
highest metal used: met3
tool warning count: 32
worst-margin pin slew: 0.270 ns
Avg WL per Cell: 13.2 um
Die Ht: 80 um
ANT nets after route: 0
Placer Congestion: 0.740
CP endpoint kind: primary output
layout cells sized above 1: 6.88%
Critical Path Start Type: primary input
WS Path Type: primary input to primary output
Util after Layout: 36.6%
DRT iter0 DRCs: 52
met3 WL: 182 um
WL met2: 1290 um
Netlist cell types: 26
setup bufs post-CTS: 0
Placement Setup Slack: 0.394 ns
routed wire length: 2720 um
maximum VDD drop: 47.2 uV
Final setup viols: 0
Tcrit/Tclk final: 89.3%
Max Freq: 295 MHz
Slew headroom: 82.0%
Area Overhead vs Synth: 100%
CP max stage delay: 0.50 ns
fin crit period: 3.39 ns
core area: 0.00342 mm^2
Yosys chip area: 624 um^2
synthesized area per cell: 5.89 um^2
Post-Syn Area: 624 um^2
leakage: 0.478 nW
post-route setup slack: 0.407 ns
Mapped Cells: 106
Final Max Slew Viols: 0
vias: 882
DR pass1 iterations: 4
Global Route Usage Sum: 7.62%
Pwr Total: 0.141 mW
CTS Hold Bufs: 0
antenna diode count: 0
detailed-route vias per instance: 4.28
stage by stage:
step,cells,hold WS (ns),instance area [um^2]
final,206,2.55,1250
after global routing,206,2.60,1250
after CTS,206,2.57,1250
after detailed placement,206,2.55,1250
after global placement,206,2.57,1250
after floorplan,106,1.63,624
layout by cell type (no fill, tap or decap):
cell / instances
a21oi_1: 14
a22o_1: 1
and3_1: 6
buf_12: 1
buf_4: 4
clkdlybuf4s50_1: 59
inv_1: 1
mux2_2: 2
mux2_4: 1
mux2i_1: 6
nand2_1: 1
nand2b_1: 7
nand3_1: 6
nand3b_1: 1
nor2_1: 26
nor2_2: 1
nor2b_1: 3
nor2b_2: 1
nor3_1: 1
o211ai_1: 1
o21ai_0: 8
o21bai_1: 1
o22a_1: 1
o22ai_1: 6
o22ai_2: 1
final timing paths:
| kind | to | cells past startpoint | slack, ns | startpoint |
|---|---|---|---|---|
| setup / recovery | out[1] | 7 | 0.41 | select[0] |
| hold / removal | out[3] | 4 | 2.55 | R_SHIFT[3] |
area by class of cell:
class,count,area share (%)
Timing Repair Buffer,64,51.2
Tap cell,46,4.60
Multi-Input combinational cell,95,43.9
Inverter,1,0.300
tightest hold or removal path: stages:
cell and delay (ns):
clkdlybuf4s50_1 0.41, a21oi_1 0.13, o22ai_1 0.09, clkdlybuf4s50_1 0.41
logic make-up after synthesis:
family	Yosys count	synth area share [%]
simple gates	53	41.5
buf+inv	11	12.0
compound gates	33	30.9
mux	9	15.6
Yosys cell counts (2+ instances only):
| cell type | n | area (um^2) |
|---|---|---|
| nand2b_1 | 7 | 43.8 |
| a21oi_1 | 14 | 70.1 |
| and3_1 | 6 | 37.5 |
| mux2i_1 | 6 | 60.1 |
| o21ai_0 | 8 | 40.0 |
| buf_2 | 5 | 25.0 |
| nand3_1 | 6 | 30.0 |
| buf_6 | 3 | 33.8 |
| o22ai_1 | 6 | 37.5 |
| mux2_2 | 2 | 22.5 |
| nor2b_1 | 3 | 18.8 |
| nor2_1 | 26 | 97.6 |
metal layers:
| layer | vias to the layer above | global-route usage, % |
|---|---|---|
| met2 | 28 | 12.8 |
| li1 | 483 | - |
| met5 | - | 0 |
| met1 | 371 | 10.2 |
| met3 | 0 | 1.93 |
| met4 | 0 | 0 |
where the power goes:
group | switching, mW | internal, mW | leakage, nW
sequential | 0 | 0 | 0
clock | 0 | 0 | 0
combinational | 0.0464 | 0.0945 | 0.478
total | 0.0464 | 0.0945 | 0.478
Power is estimated from default activity; no workload was simulated.
